--- flow/config.mk ---
export PLATFORM = sky130hd
export DESIGN_NAME = slot_top
export DESIGN_NICKNAME = slot_top
export VERILOG_FILES = /design/flow/design.v
export SDC_FILE = /design/flow/constraint.sdc
export NUM_CORES = 4
export LEC_CHECK = 1
export CORE_UTILIZATION = 50
--- flow/constraint.sdc ---
current_design slot_top

set clk_period 4.2
set clk_io_pct 0.2

create_clock -name clk0 -period $clk_period [get_ports {clk}]

set non_clock_inputs [all_inputs -no_clocks]
set_input_delay [expr $clk_period * $clk_io_pct] -clock clk0 $non_clock_inputs
set_output_delay [expr $clk_period * $clk_io_pct] -clock clk0 [all_outputs]
--- flow/design.v ---
module lfsr(
clk,
reset,
lfsr_out
);
parameter	lfsr_length = 15;
input clk;
input reset;
output [lfsr_length-1 : 0] lfsr_out;
reg [lfsr_length-1 : 0] lfsr_out = 0;
wire linear_feedback;
assign linear_feedback = !(lfsr_out[lfsr_length-1] ^ lfsr_out[lfsr_length-2] );
always @ (posedge clk or negedge reset)
begin: LFSR_INTERN
	if(reset == 0) begin
		lfsr_out <= 0;
	end
	else begin
		lfsr_out[lfsr_length-1 : 1] <= lfsr_out[lfsr_length-2 : 0];
		lfsr_out[0] <= linear_feedback;
	end
end
endmodule
module SEG7_LUT	(	oSEG,iDIG	);
input	[3:0]	iDIG;
output	[6:0]	oSEG;
reg		[6:0]	oSEG;
always @(iDIG)
begin
		case(iDIG)
		4'h1: oSEG = 7'b1111001;	 
		4'h2: oSEG = 7'b0100100; 	 
		4'h3: oSEG = 7'b0110000; 	 
		4'h4: oSEG = 7'b0011001; 	 
		4'h5: oSEG = 7'b0010010; 	 
		4'h6: oSEG = 7'b0000010; 	 
		4'h7: oSEG = 7'b1111000; 	 
		4'h8: oSEG = 7'b0000000; 	 
		4'h9: oSEG = 7'b0011000; 	 
		4'ha: oSEG = 7'b0001000;
		4'hb: oSEG = 7'b0000011;
		4'hc: oSEG = 7'b1000110;
		4'hd: oSEG = 7'b0100001;
		4'he: oSEG = 7'b0000110;
		4'hf: oSEG = 7'b0001110;
		4'h0: oSEG = 7'b1000000;
		endcase
end
endmodule
module slot(
start,
stop,
clk,
reset,
lfsr_in,
slot_out0,
slot_out1,
slot_out2
);
parameter IDLE			= 2'b00;
parameter RUNNING		= 2'b01;
parameter STOPPING		= 2'b10;
parameter MUX_ADDR0		= 2'b00;
parameter MUX_ADDR1		= 2'b01;
parameter MUX_ADDR2		= 2'b10;
parameter clk_val		= 24'h989680;
parameter debounce_max	= 32'h004C4B40;
parameter stop_val0		= 32'h05F5E100;
parameter stop_val1		= 32'h0BEBC200;
parameter stop_val2		= 32'h11E1A300;
parameter lfsr_length = 10;
input start;
input stop;
input clk;
input reset;
input [lfsr_length-1 : 0] lfsr_in;
output [3:0] slot_out0;
output [3:0] slot_out1;
output [3:0] slot_out2;
reg [3:0] slot_out0 = 0; 
reg [3:0] slot_out1 = 0; 
reg [3:0] slot_out2 = 0;
reg [1:0] state 	= IDLE; 
reg [1:0] mux_sel 	= MUX_ADDR0;
reg running;
reg stopping;
reg start_flag;
reg stop_flag;
reg [31:0] debounce;
reg [31:0] stop_cnt;
reg [23:0] clk_cnt;
wire clk_flag;
wire clk_cond;
wire slot_cond0;
wire slot_cond1;
wire slot_cond2;
wire mux_cond0;
wire mux_cond1;
wire mux_cond2;
wire finish_flag0;
wire finish_flag1;
wire finish_flag2;
assign clk_flag = (clk_cnt == clk_val) ? 1'b1 : 1'b0;
assign clk_cond = (clk_flag & (running | stopping));
assign mux_cond0 = (~finish_flag0 & clk_cond);
assign mux_cond1 = (~finish_flag1 & clk_cond);
assign mux_cond2 = (~finish_flag2 & clk_cond);
assign finish_flag0 = (stop_cnt > stop_val0) ? 1'b1 : 1'b0;
assign finish_flag1 = (stop_cnt > stop_val1) ? 1'b1 : 1'b0;
assign finish_flag2 = (stop_cnt > stop_val2) ? 1'b1 : 1'b0;
always @ (posedge clk or negedge reset)
begin: CLK_COUNT
	if (reset == 0) begin
		clk_cnt <= 24'h000000;
	end
	else if (clk_cnt == clk_val) begin
		clk_cnt <= 24'h000000;
	end 
	else begin
		clk_cnt <= clk_cnt + 1'b1;	
	end
end
always @ (posedge clk or negedge reset)
begin: MAIN_STATE_MACHINE
	if (reset == 0) begin
		state <= IDLE;
		running <= 1'b0;		
		stopping <= 1'b0;
	end
	else begin
		case (state)
			IDLE	:	if (start_flag == 1) begin
							state 		<= RUNNING;
							running 	<= 1'b1;
						end else begin
							state 		<= IDLE;
						end
			RUNNING	:	if (stop_flag == 1) begin
							state 		<= STOPPING;
							running 	<= 1'b0;
							stopping 	<= 1'b1;
						end else begin
							state 		<= RUNNING;
						end
			STOPPING:  	if (finish_flag2 == 1) begin
							state 		<= IDLE;
							stopping 	<= 1'b0;
						end else begin
							state 		<= STOPPING;
						end
		endcase
	end
end
always @ (posedge clk or negedge reset)
begin: MUX_STATE_MACHINE0
	if(reset == 0) begin
		mux_sel <= MUX_ADDR0;
	end
	else begin
		case (mux_sel) 
			MUX_ADDR0 	: 	if (clk_cond == 1) mux_sel <= MUX_ADDR1;
								else mux_sel <=  MUX_ADDR0;
			MUX_ADDR1	: 	if (clk_cond == 1) mux_sel <= MUX_ADDR2; 
								else mux_sel <=  MUX_ADDR1;
			MUX_ADDR2 	: 	if (clk_cond == 1) mux_sel <= MUX_ADDR0; 
								else mux_sel <=  MUX_ADDR2;
		endcase
	end
end
always @ (posedge clk)
begin: SLOT_OUT0
	if (mux_cond0 == 1) begin
		case (mux_sel)
			MUX_ADDR0	: slot_out0 <= {1'b0, lfsr_in[2:0]};
			MUX_ADDR1	: slot_out0 <= {1'b0, lfsr_in[5:3]};
			MUX_ADDR2	: slot_out0 <= {1'b0, lfsr_in[8:6]};
		endcase
	end
end
always @ (posedge clk)
begin: SLOT_OUT1
	if (mux_cond1 == 1) begin
		case (mux_sel)
			MUX_ADDR1	: slot_out1 <= {1'b0, lfsr_in[2:0]};
			MUX_ADDR2	: slot_out1 <= {1'b0, lfsr_in[5:3]};
			MUX_ADDR0	: slot_out1 <= {1'b0, lfsr_in[8:6]};
		endcase
	end
end
always @ (posedge clk)
begin: SLOT_OUT2
	if (mux_cond2 == 1) begin
		case (mux_sel)
			MUX_ADDR2	: slot_out2 <= {1'b0, lfsr_in[2:0]};
			MUX_ADDR0	: slot_out2 <= {1'b0, lfsr_in[5:3]};
			MUX_ADDR1	: slot_out2 <= {1'b0, lfsr_in[8:6]};
		endcase
	end
end
always @ (posedge clk or negedge reset)
begin: STOP_CNT
	if (reset == 0 ) begin
		stop_cnt <= 10'b0000000000;
	end
	else if (stopping == 1) begin
		stop_cnt <= stop_cnt +1'b1;
	end
	else begin 
		stop_cnt <= 10'b0000000000;
	end
end
always @ (posedge clk or negedge reset)
begin: DEBOUNCE
	if (reset == 0) begin
		debounce <= 32'h00000000;
	end
	else if (debounce == debounce_max) begin
		debounce <= 32'h00000000;
		start_flag <= (start == 0) ? 1'b1 : 1'b0;
		stop_flag <= (stop == 0) ? 1'b1 : 1'b0;
	end
	else begin 
		debounce <= debounce + 1'b1;
	end
end
endmodule
module slot_top(
	clk,
	reset,
	start,
	stop,
	oSEG0,
	oSEG1,
	oSEG2
);
parameter lfsr_length = 10;
input	clk;
input	reset;
input	start;
input	stop;
output [6:0]	oSEG0;
output [6:0]	oSEG1;
output [6:0]	oSEG2;
wire [lfsr_length-1 : 0] w_lfsr;
wire [3:0] iDIG0;
wire [3:0] iDIG1;
wire [3:0] iDIG2;
wire clk;
wire reset;
wire start;
wire stop;
wire [6:0] oSEG0;
wire [6:0] oSEG1;
wire [6:0] oSEG2;
wire rst_out;
reg rst_ff0, rst_ff1, rst_ff2 = 0;
defparam	slot_inst.stop_val0 = 32'h0000000A;
defparam	slot_inst.stop_val1 = 32'h00000014;
defparam	slot_inst.stop_val2 = 32'h0000001E;
defparam	slot_inst.clk_val = 24'h000005;
defparam	slot_inst.lfsr_length = lfsr_length;
defparam	lfsr_inst0.lfsr_length = lfsr_length;
defparam	slot_inst.debounce_max	 = 32'h00000001;
always @ (posedge clk)
begin: RESET_SYNCH
	rst_ff0 <= reset;
	rst_ff1 <= rst_ff0;
	rst_ff2 <= rst_ff1 && rst_ff0;
end
assign rst_out = rst_ff2;
lfsr	lfsr_inst0(
	.clk		(clk),
	.reset 		(rst_out),
	.lfsr_out	(w_lfsr)
);
slot	slot_inst(
	.clk		(clk),
	.reset		(rst_out),
	.start		(start),
	.stop		(stop),
	.lfsr_in	(w_lfsr),
	.slot_out0	(iDIG0),
	.slot_out1	(iDIG1),
	.slot_out2	(iDIG2)
);
SEG7_LUT	SEG7_LUT_inst0(
	.iDIG		(iDIG0),
	.oSEG		(oSEG0)
);
SEG7_LUT	SEG7_LUT_inst1(
	.iDIG		(iDIG1),
	.oSEG		(oSEG1)
);
SEG7_LUT	SEG7_LUT_inst2(
	.iDIG		(iDIG2),
	.oSEG		(oSEG2)
);
endmodule
--- flow/run.sh ---
#!/bin/bash
# OpenROAD 26Q1-2900-gdf79404cd8, Yosys 0.63+post, stock flow scripts
make -C /OpenROAD-flow-scripts/flow DESIGN_CONFIG=/design/flow/config.mk WORK_HOME=/design/flow/orfs finish
==> job_summary.md <==
## Synthesis and layout report

| Metric | Value |
|---|---|
| Status | finished, final reports clean |
| CTS hold repair buffers | 0 |
| Most used logic cell in the final layout | dfrtp_1 |
| Initial antenna violation count | 0 |
| Leakage Power | 3.099 nW |
| H-Tree Depth | 4 |
| Fmax | about 360 MHz |
| Root buf cell | clkbuf_16 |
| Synth unique cells | around 43 |
| Slew @ Worst Pin | approximately 0.95 ns |
| Worst IR Drop VDD | roughly 0.00032 V |
| Flop2flop setup slack | 1.84 ns |
| Clock sinks | ~120 |
| Layout cells sized above 1 | under 10% |
| # DRC | 0 |
| Drt first pass iters | 32 |
| Final worst-path cycle share | about 65% |
| Vias | approximately 4.4k |
| Filler cell count | 892 |
| CTS tree | built |
| Post-CTS Setup Repair Bufs | 0 |
| Final Max Tran Viols | 0 |
| Clock Power Share | between 40% and 50% |
| Hold Slack | roughly 0.25 ns |
| Layout Skew | approximately 0.005 ns |
| Stage-log warning count | 46 |
| Pwr/cell area | 429.5 nW/um^2 |
| Inserted Clock Buffers | 17 |
| Yosys warns | 4 |
| Sw Share | between 20% and 30% |
| FP Core Util | between 50% and 60% |
| Placer congestion estimate | just under 0.9 |
| Die Span X | ~110 um |
| Netlist Area Pre-Place | between 5000 and 6000 sq um |
| Insertion Delay late pin | around 0.40 ns |
| Mean Syn Cell Area | approximately 10 sq um |
| Wirelength per Cell | around 14 um |
| Die Ht | 111.5 um |
| Final antenna-violating net count | 0 |
| Crit path to | oSEG2[3] |
| # Cells Yosys | between 500 and 600 |
| Worst Setup SP | slot_inst.slot_out2[0]$_DFFE_PP_ |
| Std cell rows | 39 |
| Unrepaired setup endpoints after global routing | false |
| Remaining Overflow, GRT | 0 |
| WS Path Type | flip-flop to output pin |
| Post-synth ARST share | between 80 and 90% |
| IO Pins | 25 |
| Largest buffer count on any clock path | 2 |
| Worst slew margin | 36.11% |
| Seq share, synth | 49.96% |
| Crit Path Max Fanout | 4 |
| Largest net degree at the start of global routing | between 50 and 60 |
| Global-route wire length before repair | 19460 um |
| Worst Setup Start Kind | flip-flop |
| Registers, synthesis | 118 |
| N_diodes | 0 |
| Worst-path clk slew | 0.05 ns |
| Predominant post-synthesis flop cell | dfrtp_1 |
| RR Endpoint | slot_inst.slot_out0[2]$_DFFE_PP_ |
| Logic pwr share | between 7 and 8% |
| Yosys Chip Area | 5991 sq um |
| Max-Cap Viols | 0 |
| Critical Path RT | 3.36 ns |
| Crit path DAT | ~1.9 ns |
| Post-CTS sizing | 0 |
| Total GRT Usage | between 10% and 20% |
| Chip area | ~12000 sq um |
| Top cells by area | dfrtp_1 (43%), xnor2_1 (7.0%), ha_1 (6.1%) |
| First DRT Iteration DRCs | approximately 350 |
| Reg2Reg Launch Point | slot_inst.clk_cnt[12]$_DFF_PN0_ |
| Largest area contributor in the netlist | dfrtp_1 |
| P_int | around 0.0023 W |
| Critical Path End Type | output pin |
| Hold Fails Final Rpt | 0 |
| Top logic cells by instance count in the layout | dfrtp_1 (104), nand2_1 (51), xnor2_1 (48), nor2_1 (45) |
| Max-area cell share | 43.44% |
| Synthesis-to-finish area growth | 16.52% |
| Net switching power | about 0.00071 W |
| Port Buffers | 24 |
| Final WL | 10910 um |
| Final min period | about 2.7 ns |
| Hold Crit Class | flip-flop to async pin |
| Drt via density | around 5.7 |
| Setup TNS after final layout | 0 ns |
| # setup viols final | 0 |
| Worst R2R Path Depth | 4 |
| Core Region | 11560 sq um |
| Seq pwr share | 43.0% |
| Vias in the first global route | ~4.2k |
| Dpl hpwl | between 7000 and 8000 um |
| Synth Instances | a little under 600 |
| Number of enable flip-flop cells | 11 |
[stage by stage]
| stage | power [W] | setup slack [ns] | utilization, % | area [sq um] | cells |
|---|---|---|---|---|---|
| after floorplan | 0.001479 | 0.7797 | - | 5991 | 589 |
| after global placement | 0.001538 | 1.889 | 55.07 | 6369 | 742 |
| after detailed placement | 0.001543 | 1.854 | 55.07 | 6369 | 742 |
| after CTS | 0.003030 | 1.437 | 60.36 | 6980 | 774 |
| after global routing | 0.003125 | 1.319 | 60.36 | 6980 | 774 |
| final | 0.002998 | 1.451 | 60.36 | 6980 | 774 |
[registers in the layout, summed over array words and instances (netlist names)]
signal	cells
lfsr_inst0.lfsr_out	10
rst_ff0	1
rst_ff1	1
rst_ff2	1
slot_inst.clk_cnt	24
slot_inst.debounce	32
slot_inst.mux_sel	2
slot_inst.running	1
slot_inst.slot_out0	3
slot_inst.slot_out1	3
slot_inst.slot_out2	3
slot_inst.start_flag	1
slot_inst.state	2
slot_inst.stop_cnt	32
slot_inst.stop_flag	1
slot_inst.stopping	1
[worst max-delay path, stage by stage (launching register included)]
cell and delay (ns):
edfxtp_1 0.43, inv_1 0.14, ha_1 0.24, and2_1 0.16
nor2_1 0.09, clkdlybuf4s50_1 0.45
[layout make-up]
type	instances	area (sq um)	share of cell area (%)
repair buffers	27	262.8	3.764
multi-input cells	425	2821	40.42
inverters	29	108.9	1.559
clock buffers	23	489.2	7.008
clock inverters	9	122.6	1.757
well taps	143	178.9	2.563
flip-flops and latches	118	2997	42.93
[kinds of logic after synthesis]
kind of cell             share of synthesized area (%)
AND/OR/NAND/NOR                                  23.62
flip-flops                                       49.96
AND-OR/OR-AND                                    6.892
XOR/XNOR                                         9.795
buffers and inverters                            2.945
adder cells (fa/ha/maj)                          6.057
multiplexers                                    0.7310
[how the worst min path moves through the flow]
stage	slack, ns	to	depth (start not counted)
after CTS	0.31	slot_inst.debounce[10]$_DFF_PN0_	0
after global routing	0.34	slot_inst.debounce[8]$_DFF_PN0_	0
final	0.25	slot_inst.debounce[10]$_DFF_PN0_	0
[synth_stat cells (all sizes together) (2+ instances only)]
cell type and n:
dfxtp 3, mux2 3, xor2 19, nand3 28, a22oi 9, nand4 30, and2 7, and3 16
a31oi 3, nor2 45, nor4 21, buf 4, o21ai 11, and4 13, edfxtp 11, or2 3
a21oi 27, nand2b 2, nor4b 2, o31ai 15, or4 17, clkbuf 13, xnor2 48, dfrtp 104
nor2b 4, ha 29, inv 29, nor3 11, or3 2, nand2 51
[per-layer routing]
metal  up-vias  wire (um)  track usage, %
li1       2181          -               -
met1      2091       5501           31.62
met2       100       4821           29.92
met3        12        456           4.266
met4         0        131           2.432
met5         -          0               0
[power by group through the flow]
stage     combinational (W)  clock (W)  sequential (W)
4_1_cts            0.000238    0.00150         0.00129
5_1_grt            0.000267    0.00156         0.00130
6_report           0.000234    0.00148         0.00129
Power figures rest on the tool's default switching activity, not on a simulated workload.
