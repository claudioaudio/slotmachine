`flow/run.sh`:
```
#!/bin/bash
# OpenROAD 26Q1-2900-gdf79404cd8, Yosys 0.63+post, stock flow scripts
make -C /OpenROAD-flow-scripts/flow DESIGN_CONFIG=/design/flow/config.mk WORK_HOME=/design/flow/orfs finish
```
`flow/config.mk`:
```
export PLATFORM = sky130hd
export DESIGN_NAME = slotmachine
export DESIGN_NICKNAME = slotmachine
export VERILOG_FILES = /design/flow/design.v
export SDC_FILE = /design/flow/constraint.sdc
export NUM_CORES = 4
export LEC_CHECK = 1
export CORE_UTILIZATION = 30
```
`flow/constraint.sdc`:
```
current_design slotmachine

set clk_period 4.2
set clk_io_pct 0.2

create_clock -name clk0 -period $clk_period [get_ports {MAX10_CLK1_50}]

set non_clock_inputs [all_inputs -no_clocks]
set_input_delay [expr $clk_period * $clk_io_pct] -clock clk0 $non_clock_inputs
set_output_delay [expr $clk_period * $clk_io_pct] -clock clk0 [all_outputs]
```
`flow/design.v`:
```
module lfsr(
clk,
reset,
lfsr_out
);
parameter	lfsr_length = 15;
input clk;
input reset;
output [lfsr_length-1 : 0] lfsr_out;
reg [lfsr_length-1 : 0] lfsr_out = 0;
wire linear_feedback;
assign linear_feedback = !(lfsr_out[lfsr_length-1] ^ lfsr_out[lfsr_length-2] );
always @ (posedge clk or negedge reset)
begin: LFSR_INTERN
	if(reset == 0) begin
		lfsr_out <= 0;
	end
	else begin
		lfsr_out[lfsr_length-1 : 1] <= lfsr_out[lfsr_length-2 : 0];
		lfsr_out[0] <= linear_feedback;
	end
end
endmodule
module SEG7_LUT	(	oSEG,iDIG	);
input	[3:0]	iDIG;
output	[6:0]	oSEG;
reg		[6:0]	oSEG;
always @(iDIG)
begin
		case(iDIG)
		4'h1: oSEG = 7'b1111001;	 
		4'h2: oSEG = 7'b0100100; 	 
		4'h3: oSEG = 7'b0110000; 	 
		4'h4: oSEG = 7'b0011001; 	 
		4'h5: oSEG = 7'b0010010; 	 
		4'h6: oSEG = 7'b0000010; 	 
		4'h7: oSEG = 7'b1111000; 	 
		4'h8: oSEG = 7'b0000000; 	 
		4'h9: oSEG = 7'b0011000; 	 
		4'ha: oSEG = 7'b0001000;
		4'hb: oSEG = 7'b0000011;
		4'hc: oSEG = 7'b1000110;
		4'hd: oSEG = 7'b0100001;
		4'he: oSEG = 7'b0000110;
		4'hf: oSEG = 7'b0001110;
		4'h0: oSEG = 7'b1000000;
		endcase
end
endmodule
module slot(
start,
stop,
clk,
reset,
lfsr_in,
slot_out0,
slot_out1,
slot_out2
);
parameter IDLE			= 2'b00;
parameter RUNNING		= 2'b01;
parameter STOPPING		= 2'b10;
parameter MUX_ADDR0		= 2'b00;
parameter MUX_ADDR1		= 2'b01;
parameter MUX_ADDR2		= 2'b10;
parameter clk_val		= 24'h989680;
parameter debounce_max	= 32'h004C4B40;
parameter stop_val0		= 32'h05F5E100;
parameter stop_val1		= 32'h0BEBC200;
parameter stop_val2		= 32'h11E1A300;
parameter lfsr_length = 10;
input start;
input stop;
input clk;
input reset;
input [lfsr_length-1 : 0] lfsr_in;
output [3:0] slot_out0;
output [3:0] slot_out1;
output [3:0] slot_out2;
reg [3:0] slot_out0 = 0; 
reg [3:0] slot_out1 = 0; 
reg [3:0] slot_out2 = 0;
reg [1:0] state 	= IDLE; 
reg [1:0] mux_sel 	= MUX_ADDR0;
reg running;
reg stopping;
reg start_flag;
reg stop_flag;
reg [31:0] debounce;
reg [31:0] stop_cnt;
reg [23:0] clk_cnt;
wire clk_flag;
wire clk_cond;
wire slot_cond0;
wire slot_cond1;
wire slot_cond2;
wire mux_cond0;
wire mux_cond1;
wire mux_cond2;
wire finish_flag0;
wire finish_flag1;
wire finish_flag2;
assign clk_flag = (clk_cnt == clk_val) ? 1'b1 : 1'b0;
assign clk_cond = (clk_flag & (running | stopping));
assign mux_cond0 = (~finish_flag0 & clk_cond);
assign mux_cond1 = (~finish_flag1 & clk_cond);
assign mux_cond2 = (~finish_flag2 & clk_cond);
assign finish_flag0 = (stop_cnt > stop_val0) ? 1'b1 : 1'b0;
assign finish_flag1 = (stop_cnt > stop_val1) ? 1'b1 : 1'b0;
assign finish_flag2 = (stop_cnt > stop_val2) ? 1'b1 : 1'b0;
always @ (posedge clk or negedge reset)
begin: CLK_COUNT
	if (reset == 0) begin
		clk_cnt <= 24'h000000;
	end
	else if (clk_cnt == clk_val) begin
		clk_cnt <= 24'h000000;
	end 
	else begin
		clk_cnt <= clk_cnt + 1'b1;	
	end
end
always @ (posedge clk or negedge reset)
begin: MAIN_STATE_MACHINE
	if (reset == 0) begin
		state <= IDLE;
		running <= 1'b0;		
		stopping <= 1'b0;
	end
	else begin
		case (state)
			IDLE	:	if (start_flag == 1) begin
							state 		<= RUNNING;
							running 	<= 1'b1;
						end else begin
							state 		<= IDLE;
						end
			RUNNING	:	if (stop_flag == 1) begin
							state 		<= STOPPING;
							running 	<= 1'b0;
							stopping 	<= 1'b1;
						end else begin
							state 		<= RUNNING;
						end
			STOPPING:  	if (finish_flag2 == 1) begin
							state 		<= IDLE;
							stopping 	<= 1'b0;
						end else begin
							state 		<= STOPPING;
						end
		endcase
	end
end
always @ (posedge clk or negedge reset)
begin: MUX_STATE_MACHINE0
	if(reset == 0) begin
		mux_sel <= MUX_ADDR0;
	end
	else begin
		case (mux_sel) 
			MUX_ADDR0 	: 	if (clk_cond == 1) mux_sel <= MUX_ADDR1;
								else mux_sel <=  MUX_ADDR0;
			MUX_ADDR1	: 	if (clk_cond == 1) mux_sel <= MUX_ADDR2; 
								else mux_sel <=  MUX_ADDR1;
			MUX_ADDR2 	: 	if (clk_cond == 1) mux_sel <= MUX_ADDR0; 
								else mux_sel <=  MUX_ADDR2;
		endcase
	end
end
always @ (posedge clk)
begin: SLOT_OUT0
	if (mux_cond0 == 1) begin
		case (mux_sel)
			MUX_ADDR0	: slot_out0 <= {1'b0, lfsr_in[2:0]};
			MUX_ADDR1	: slot_out0 <= {1'b0, lfsr_in[5:3]};
			MUX_ADDR2	: slot_out0 <= {1'b0, lfsr_in[8:6]};
		endcase
	end
end
always @ (posedge clk)
begin: SLOT_OUT1
	if (mux_cond1 == 1) begin
		case (mux_sel)
			MUX_ADDR1	: slot_out1 <= {1'b0, lfsr_in[2:0]};
			MUX_ADDR2	: slot_out1 <= {1'b0, lfsr_in[5:3]};
			MUX_ADDR0	: slot_out1 <= {1'b0, lfsr_in[8:6]};
		endcase
	end
end
always @ (posedge clk)
begin: SLOT_OUT2
	if (mux_cond2 == 1) begin
		case (mux_sel)
			MUX_ADDR2	: slot_out2 <= {1'b0, lfsr_in[2:0]};
			MUX_ADDR0	: slot_out2 <= {1'b0, lfsr_in[5:3]};
			MUX_ADDR1	: slot_out2 <= {1'b0, lfsr_in[8:6]};
		endcase
	end
end
always @ (posedge clk or negedge reset)
begin: STOP_CNT
	if (reset == 0 ) begin
		stop_cnt <= 10'b0000000000;
	end
	else if (stopping == 1) begin
		stop_cnt <= stop_cnt +1'b1;
	end
	else begin 
		stop_cnt <= 10'b0000000000;
	end
end
always @ (posedge clk or negedge reset)
begin: DEBOUNCE
	if (reset == 0) begin
		debounce <= 32'h00000000;
	end
	else if (debounce == debounce_max) begin
		debounce <= 32'h00000000;
		start_flag <= (start == 0) ? 1'b1 : 1'b0;
		stop_flag <= (stop == 0) ? 1'b1 : 1'b0;
	end
	else begin 
		debounce <= debounce + 1'b1;
	end
end
endmodule
module slot_top(
	clk,
	reset,
	start,
	stop,
	oSEG0,
	oSEG1,
	oSEG2
);
parameter lfsr_length = 10;
input	clk;
input	reset;
input	start;
input	stop;
output [6:0]	oSEG0;
output [6:0]	oSEG1;
output [6:0]	oSEG2;
wire [lfsr_length-1 : 0] w_lfsr;
wire [3:0] iDIG0;
wire [3:0] iDIG1;
wire [3:0] iDIG2;
wire clk;
wire reset;
wire start;
wire stop;
wire [6:0] oSEG0;
wire [6:0] oSEG1;
wire [6:0] oSEG2;
wire rst_out;
reg rst_ff0, rst_ff1, rst_ff2 = 0;
defparam	slot_inst.stop_val0 = 32'h0000000A;
defparam	slot_inst.stop_val1 = 32'h00000014;
defparam	slot_inst.stop_val2 = 32'h0000001E;
defparam	slot_inst.clk_val = 24'h000005;
defparam	slot_inst.lfsr_length = lfsr_length;
defparam	lfsr_inst0.lfsr_length = lfsr_length;
defparam	slot_inst.debounce_max	 = 32'h00000001;
always @ (posedge clk)
begin: RESET_SYNCH
	rst_ff0 <= reset;
	rst_ff1 <= rst_ff0;
	rst_ff2 <= rst_ff1 && rst_ff0;
end
assign rst_out = rst_ff2;
lfsr	lfsr_inst0(
	.clk		(clk),
	.reset 		(rst_out),
	.lfsr_out	(w_lfsr)
);
slot	slot_inst(
	.clk		(clk),
	.reset		(rst_out),
	.start		(start),
	.stop		(stop),
	.lfsr_in	(w_lfsr),
	.slot_out0	(iDIG0),
	.slot_out1	(iDIG1),
	.slot_out2	(iDIG2)
);
SEG7_LUT	SEG7_LUT_inst0(
	.iDIG		(iDIG0),
	.oSEG		(oSEG0)
);
SEG7_LUT	SEG7_LUT_inst1(
	.iDIG		(iDIG1),
	.oSEG		(oSEG1)
);
SEG7_LUT	SEG7_LUT_inst2(
	.iDIG		(iDIG2),
	.oSEG		(oSEG2)
);
endmodule
module slotmachine(
	MAX10_CLK1_50,
	HEX0,
	HEX1,
	HEX2,
	KEY,
	SW
);
	input 		          		MAX10_CLK1_50;
	output		     [7:0]		HEX0;
	output		     [7:0]		HEX1;
	output		     [7:0]		HEX2;
	input 		     [1:0]		KEY;
	input 		     [0:0]		SW;
parameter lfsr_length = 10;
defparam slot_inst.IDLE = 'b00;
defparam slot_inst.RUNNING = 'b01;
defparam slot_inst.STOPPING = 'b10;
defparam slot_inst.MUX_ADDR0 = 'b00;
defparam slot_inst.MUX_ADDR1 = 'b01;
defparam slot_inst.MUX_ADDR2 = 'b10;
defparam slot_inst.clk_val = 'b100110001001011010000000;
defparam slot_inst.debounce_max = 'b00000000010011000100101101000000;
defparam slot_inst.stop_val0 = 'b00000101111101011110000100000000;
defparam slot_inst.stop_val1 = 'b00001011111010111100001000000000;
defparam slot_inst.stop_val2 = 'b00010001111000011010001100000000;
defparam slot_inst.lfsr_length = lfsr_length;
defparam lfsr_inst.lfsr_length = lfsr_length;
wire								start;
wire								stop;
wire								clk;
wire								reset;
wire [6:0] 						oSEG0;
wire [6:0]						oSEG1;
wire [6:0]						oSEG2;
wire [lfsr_length-1 : 0]	lfsr_out;
wire [3:0]						slot_out0;
wire [3:0]						slot_out1;
wire [3:0]						slot_out2;
wire								enable;
wire								rst_out;
reg								rst_ff0;
reg								rst_ff1;
reg								rst_ff2;	
assign	start = KEY[0];
assign	stop 	= KEY[1];
assign	reset = SW[0];
assign	clk	= MAX10_CLK1_50;
assign	HEX0[6:0] = oSEG0;
assign	HEX1[6:0] = oSEG1;
assign	HEX2[6:0] = oSEG2;
assign	HEX0[7] = 'b1;
assign	HEX1[7] = 'b1;
assign	HEX2[7] = 'b1;
always @ (posedge clk)
begin: RESET_SYNCH
	rst_ff0 <= reset;
	rst_ff1 <= rst_ff0;
	rst_ff2 <= rst_ff1 && rst_ff0;
end
assign	rst_out = rst_ff2;
slot slot_inst
(
	.start(start) ,	 
	.stop(stop) ,	 
	.clk(clk) ,	 
	.reset(rst_out) ,	 
	.lfsr_in(lfsr_out) ,	 
	.slot_out0(slot_out0) ,	 
	.slot_out1(slot_out1) ,	 
	.slot_out2(slot_out2) 	 
);
lfsr lfsr_inst
(
	.clk(clk) ,	 
	.reset(rst_out) ,	 
	.lfsr_out(lfsr_out) 	 
);
SEG7_LUT SEG7_LUT_inst0
(
	.oSEG(oSEG0) ,	 
	.iDIG(slot_out2) 	 
);
SEG7_LUT SEG7_LUT_inst1
(
	.oSEG(oSEG1) ,	 
	.iDIG(slot_out1) 	 
);
SEG7_LUT SEG7_LUT_inst2
(
	.oSEG(oSEG2) ,	 
	.iDIG(slot_out0) 	 
);
endmodule
```
==> changes_impl.md <==
## Implementation

- Outcome: finished clean
- FP Util: 30.9%
- CORE AREA: 20,400 um2
- Vias in the first global route: 4,402
- Final WS setup: 1.49 ns
- Slew @ Worst Pin: 0.726 ns
- RSZ-0062 raised after global routing: false
- Placed instance count: 926
- Antenna cells: 0
- Flops after synth: 118
- Port Buffers: 24
- Drt total wl: 11,500 um
- Yosys chip area: 6320 um2
- Yosys cell count: 647
- CP max FO: 4
- Post-CTS setup buffers: 0
- Pre-CTS setup slack: 1.64 ns
- Clock tree sinks: 118
- First-pass GRT wire length: 20,700 um
- Worst IR Drop VDD: 0.000241 V
- Clk Latency, worst-skew pair: 0.40 ns
- Num CTS Buffers: 17
- Antenna violations before repair: 0
- RR Startpoint: slot_inst.clk_cnt[5]
- Clk root buf: clkbuf_16
- Layout Skew: 0.00742 ns
- Adder-cell share of the synthesized area: 5.74%
- Worst Hold Class: flip-flop to asynchronous set/reset pin
- Pre-antenna DRT Iters: 4
- Largest net degree at the start of global routing: 49
- CP max stage delay: 0.48 ns
- Gate Count Post-Synth: 647
- Antenna Nets Post-Route: 0
- Flip-flops with a built-in enable: 11
- Setup violators final: 0
- Post-DP Area: 6850 um2
- Synth cell types: 49
- Worst Setup Start Kind: flip-flop
- Layout area overhead: 17.7%
- R2R Path End: slot_inst.slot_out2[1]
- Relative slew slack: 51.1%
- Via Count: 4,493
- GP Congestion: 0.904
- FP Rows: 52
- Post-synthesis async set-or-reset flop share: 88.1%
- Clk buf depth: 2
- Leak: 3.33 nW
- Final Slew Violations: 0
- Buffer and inverter count on the worst path: 2
- GRT Overall Usage: 11.7%
- Worst-path cell chain: inv_1 > ha_1 > o21ai_0 > clkdlybuf4s50_1
- Sw Share: 19.5%
- Worst-path clk slew: 0.05 ns
- Xor/xnor share: 10.8%
- Finished Cell Area: 7440 um2
- Syn Area/Cell: 9.77 um2
- Hold buffer count at CTS: 0
- Seq share, synth: 47.4%
- Slowest CP cell: clkdlybuf4s50_1
- Clock power share: 54.6%
- CP required: 3.36 ns
- Synth mux share: 1.47%
- CTS tree: built
- Sw power: 505 uW
- FMAX: 369 MHz
- # fillers: 2,015
- Crit end category: output port
- Share of cells above drive strength 1: 7.28%
- Main flop type after synthesis: dfrtp_1
- Remaining DRCs: 0
- Worst reg-to-reg setup slack: 1.66 ns
- Log Warnings: 46
- Fin crit share: 64.5%
- Global route overflow: 0
- Max-cap violations: 0
- Worst hold margin: 0.114 ns
- Setup TNS: 0 ns
- Yosys simple share: 26.6%
- Aoi share: 4.85%
- Die W: 147 um
- Cell Count, Final, Fillers Out: 957
- WL/cell: 12.0 um
- Resize count post-CTS: 0
- Logic pwr share: 0.8%
- Final Critical Period: 2.71 ns
- Vias per inst: 4.69
- Sequential Power Share: 44.6%
- Main logic family after synthesis: simple AND/OR/NAND/NOR gates
- Internal power: 2.09 mW
- Warnings from Yosys: 4
- Die Y: 147 um
- Ports: 28
- 1st-iter DRT viols: 189
- Cell Area, Synth: 6320 um2
- Crit path arrival time: 1.87 ns
- Reg2Reg Depth: 5
- Critical path class: flip-flop to output port
- Pwr dens: 349 nW/um2
- Crit-path leading delay family: buffers and inverters
- Final hold vios: 0
- Htree depth: 4
- Hpwl dp: 7890 um
- Total die size: 21,700 um2
worst max-delay path by stage:
stage                       from       to  slack, ns  depth (start not counted)
4_1_cts   slot_inst.slot_out2[0]  HEX0[3]       1.45                          4
5_1_grt   slot_inst.slot_out2[0]  HEX0[3]       1.38                          4
6_report  slot_inst.slot_out2[0]  HEX0[3]       1.49                          4
layout make-up:
| cell class | count | area (um2) | area share (%) |
|---|---|---|---|
| timing repair buffer | 29 | 278 | 3.73 |
| clock buffer | 22 | 485 | 6.53 |
| tap | 270 | 338 | 4.54 |
| sequential | 118 | 3000 | 40.3 |
| inverter | 28 | 105 | 1.41 |
| multi-input combinational | 481 | 3140 | 42.1 |
| clock inverter | 9 | 101 | 1.36 |
logic make-up (layout without fill, tap and decap cells):
kind of cell	count (synthesis)	after routing
DFF	118	118
and+or+nand+nor	312	312
buffers and inverters	50	88
xor gates and xnor gates	78	78
muxes	9	9
AOI/OAI and AO/OA	50	50
adders and majority gates	29	29
other	1	3
synth_stat cells, types with 3 or more instances:
master	instances	share of area, %
dfrtp_1	104	41
nand2_1	64	3.8
nor2_1	49	2.9
xnor2_1	44	6.1
nand3_1	36	2.9
and2_1	34	3.4
xor2_1	34	4.7
ha_1	29	5.7
inv_1	28	1.7
nand4_1	25	2.5
and3_1	19	1.9
clkbuf_1	19	1.1
nor4_1	19	1.9
nor3_1	18	1.4
o21ai_0	15	1.2
a21oi_1	12	0.95
edfxtp_1	11	5.2
a22oi_1	9	1.1
nor2b_1	8	0.79
mux2i_1	7	1.1
or3_1	7	0.69
and4_1	5	0.69
or2_2	5	0.49
a21boi_0	4	0.48
nor4b_1	4	0.55
buf_4	3	0.36
dfxtp_1	3	0.95
nand2b_1	3	0.30
nand4b_1	3	0.42
flip-flops by register name (all words and copies together) (netlist names), 2 cells and up:
register / cells
lfsr_inst.lfsr_out: 10
slot_inst.state: 2
slot_inst.mux_sel: 2
slot_inst.stop_cnt: 32
slot_inst.slot_out2: 3
slot_inst.slot_out1: 3
slot_inst.debounce: 32
slot_inst.clk_cnt: 24
slot_inst.slot_out0: 3
metal layers:
layer	track usage, %	vias up	wire [um]
li1	-	2280	-
met1	18.8	2126	6010
met2	16.9	77	4950
met3	2.57	10	442
met4	1.39	0	106
met5	0	-	0
through the flow:
stage	power (mW)	utilization [%]
detailed placement	1.20	33.5
finish	2.59	36.4
CTS	2.63	36.4
floorplan	1.19	-
global route	2.69	36.4
global placement	1.20	33.5
power by group through the flow:
| stage | clock, mW | combinational, mW | sequential (mW) |
|---|---|---|---|
| 5_1_grt | 1.51 | 0.0256 | 1.16 |
| 6_report | 1.42 | 0.0208 | 1.16 |
| 4_1_cts | 1.45 | 0.0229 | 1.16 |
cells in the final DEF, fill, tap and decap left out, drive strengths merged, types with 19 or more instances in the layout:
master and count:
dfrtp 104, nand4 25, and2 34, nor4 21
and3 19, nand2 64, ha 29, inv 28
nand3 36, xor2 34, xnor2 44, clkdlybuf4s50 24
clkbuf 22, nor2 50
No activity file was given, so power comes from the tool's default toggle rates.
